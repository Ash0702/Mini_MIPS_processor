==> /design/flow/design.v <==
`timescale 1ns / 1ps
module RegisterFile (
    input wire [4:0] rd , input wire [4:0] rs , input wire [4:0] rt , input clk , input we , input wire [31:0] write_data,
    output reg [31:0] rs_out , output reg [31:0] rt_out, input wire rst
);
    reg [31:0] Registers [31:0];
    integer i;
    always @(posedge clk ) begin
        if(rst) begin
            for (i = 0; i < 32; i = i + 1) begin
                Registers[i] <= 0;
            end
        end
        else begin
            if(we) begin
                Registers[rd] <= write_data;
            end
            else begin
                Registers[rd] <= Registers[rd];
            end
        end
    end 
    always @(posedge clk ) begin
        rs_out <= Registers[rs];
        rt_out <= Registers[rt];
    end
endmodule
module Splitter (
    input wire [31:0] instruction, output wire [4:0] rt , output wire [4:0] rs , output wire [4:0] rd , 
    output wire [5:0] func , output wire [4:0] shamt , output wire [5:0] opcode , output wire [15:0] address_constant,
    output wire [25:0] jaddress
);
    assign opcode = instruction[31:26];
    assign rd = instruction[25:21];
    assign rt = instruction[20:16];
    assign rs = instruction[15:11];
    assign shamt = instruction[10:6];
    assign func = instruction[5:0];
    assign address_constant = instruction[15:0];
    assign jaddress = instruction[25:0];
endmodule
module ALU (
    input wire [31:0] inp1, input wire [31:0] inp2 , input wire [3:0] ALUctrl , input wire clk ,
    output reg [31:0] ALUout , input wire [4:0] shamt
);
    always @(posedge clk ) begin
        case (ALUctrl)
            0: ALUout <= inp1 + inp2;
            1: ALUout <= inp1 - inp2;
            2: ALUout <= inp1 & inp2;
            3: ALUout <= inp1 ^ inp2;
            4: ALUout <= inp1 | inp2;
            5: ALUout <= ~inp1;
            6: ALUout <= inp1 << shamt;
            7: ALUout <= inp1 >> shamt;
            8: ALUout <= ($signed(inp1) != $signed(inp2));
            9: ALUout <= ($signed(inp1) == $signed(inp2));
            10: ALUout <= ($signed(inp1) < $signed(inp2));
            11: ALUout <= ($signed(inp1) <= $signed(inp2));
            12: ALUout <= ($signed(inp1) > $signed(inp2));
            13: ALUout <= ($signed(inp1) >= $signed(inp2));
            14: ALU_out <= inp2 << 16;
            default: ALUout <= 32'hdeadbeef;
        endcase
    end    
endmodule
module PC_Controller (
    input clk , output reg [9:0] PC, input rst , input jump , input [25:0] jaddress , input branch , input [15:0] branchval 
);
    always @(posedge clk ) begin
        if(rst) begin
            PC <= 0;
        end
        else begin
            if(jump) begin
                PC <= jaddress;
            end
            else if(branch) begin
                PC <= PC + 1 + branchval;
            end
            else begin
                PC <= PC + 1;
            end
        end
    end
endmodule
module ALU_controller (
    input wire [5:0] opcode , input wire[5:0] func , output reg [3:0] ALUctrl
);
    always @(opcode or func) begin
        if(opcode == 6'b000111 || opcode == 6'b001000) begin  
            ALUctrl <= 0;  
        end
        else if(opcode == 1) begin  
            ALUctrl <= 0;
        end
        else if(opcode == 2) begin  
            ALUctrl <= 2;
        end
        else if(opcode == 3) begin  
            ALUctrl <= 4;
        end
        else if(opcode == 4) begin  
            ALUctrl <= 3;
        end
        else if(opcode == 5) begin  
            ALUctrl <= 0;
        end
        else if(opcode == 6'b001001 || opcode == 6'b010100 || opcode == 6'b010110) begin  
            ALUctrl <= 10;
        end
        else if(opcode == 6'b001010 || opcode == 6'b010000) begin  
            ALUctrl <= 9;
        end
        else if(opcode == 6'b010001) begin  
            ALUctrl <= 8;
        end
        else if(opcode == 6'b010010 || opcode == 6'b010111) begin  
            ALUctrl <= 12;
        end
        else if(opcode == 6'b010011) begin  
            ALUctrl <= 13;
        end
        else if(opcode == 6'b010101) begin  
            ALUctrl <= 11;
        end      
        else if(opcode == 6'b001011) begin 
            ALUctrl <= 14;
        end  
        else begin
            if(opcode == 6'b000000) begin
                case (func)
                    0: ALUctrl <= 0;
                    1: ALUctrl <= 1;
                    2: ALUctrl <= 2;
                    3: ALUctrl <= 4;
                    4: ALUctrl <= 5;
                    5: ALUctrl <= 3;
                    6: ALUctrl <= 0;
                    7: ALUctrl <= 1;
                    8: ALUctrl <= 10;
                    9: ALUctrl <= 6;
                    10: ALUctrl <= 7;
                    default: ALUctrl <= 15;
                endcase
            end
            else begin
                ALUctrl <= 4'b1111;
            end
        end
    end
endmodule
module SignExtender (
    input wire[15:0] inp , output wire [31:0] out
);
    assign out = {{16{inp[15]}}, inp};
endmodule
module mux2_1 #(
    parameter size = 32
) (
    input wire [size - 1 : 0] inp0 , input wire [size - 1 : 0] inp1, input select , output wire[size - 1 : 0] out
);
    assign out = (select)? inp0 : inp1;
endmodule
module Controller (
    input clk , input wire [5:0] opcode , output reg write_reg , output reg data_write ,
    output reg immediate , output reg jump, output reg branch , output reg jal  , output reg select_ALU_or_Mem, 
    input rst
);
    always @(posedge clk ) begin
        if(rst) begin
            immediate <= 0;
            jump <= 0;
            branch <= 0;
            select_ALU_or_Mem <= 0;
            data_write <= 0;
            write_reg <= 0;
            jal <= 0;
        end
        else if(opcode == 0) begin  
            immediate <= 0;
            jump <= 0;
            branch <= 0;
            select_ALU_or_Mem <= 0;
            write_reg <= 1;
            data_write <= 0;
            jal <= 0;
        end
        else if(opcode <= 5) begin  
            immediate <= 1;
            jump <= 0;
            branch <= 0;
            select_ALU_or_Mem <= 0;
            write_reg <= 1;
            data_write <= 0;
            jal <= 0;
        end
        else if(opcode == 7) begin  
            immediate <= 1;
            jump <= 0;
            branch <= 0;
            select_ALU_or_Mem <= 1;
            write_reg <= 1;
            data_write <= 0;
            jal <= 0;
        end
        else if(opcode == 8) begin  
            immediate <= 1;
            jump <= 0;
            branch <= 0;
            select_ALU_or_Mem <= 0;
            write_reg <= 0;
            data_write <= 1;
            jal <= 0;
        end
        else if(opcode == 9 || opcode == 10) begin  
            immediate <= 1;
            jump <= 0;
            branch <= 0;
            select_ALU_or_Mem <= 0;
            write_reg <= 1;
            data_write <= 0;
            jal <= 0;
        end
        else if(opcode == 6'b001011) begin
            immediate <= 1;
            jump <= 0;
            branch <= 0;
            select_ALU_or_Mem <= 0;
            write_reg <= 1;
            data_write <= 0;
            jal <= 0;
        end
        else if(opcode <= 23) begin  
            immediate <= 0;
            jump <= 0;
            branch <= 1;
            select_ALU_or_Mem <= 0;
            write_reg <= 0;
            data_write <= 0;
            jal <= 0;
        end
        else if(opcode != 6'b011010) begin  
            immediate <= 0;
            jump <= 1;
            branch <= 0;
            select_ALU_or_Mem <= 0;
            write_reg <= 0;
            data_write <= 0;
            jal <= 0;
        end
        else begin  
            immediate <= 0;
            jump <= 1;
            branch <= 0;
            select_ALU_or_Mem <= 0;
            write_reg <= 1;
            data_write <= 0;
            jal <= 1;
        end
    end
endmodule
module CPU (
    input rst , input clk , input wire [31:0] inst_data , 
    input wire [9:0] address , input wire  write_instruction , input wire write_data,  
    output wire [31:0] OutputOfRs
);
    wire [9:0] PC;
    wire [31:0] instruction;
    wire [31:0] ALU_out;
    wire [9:0] memory_in;
    wire [31:0] rt_out , rs_out , memory_write , memory_out , rt_or_address_to_ALU, extended_address;
    wire [4:0] rt , rs , rd , shamt;
    wire [5:0] opcode , func;
    wire [15:0] address_constant;
    wire [25:0] jaddress; 
    wire branch , jump , jal , mem_write , immediate, select_ALU_or_Mem, write_reg;
    wire [3:0] ALUctrl;
    assign OutputOfRs = rs_out;
    wire[4:0] write_in_Register;
    assign write_in_Register = (jal)? 5'd3 : rd;
    wire [31:0] write_data_in_register , wire_going_into_register_rd;
    assign wire_going_into_register_rd = (jal)? {22'b0 , PC} : write_data_in_register; 
    mux2_1 rt_ALU (rt_out , address_constant , immediate , rt_or_address_to_ALU);
    SignExtender sign_extend_addr_const(.inp(address_constant) , .out(extended_address));
    mux2_1 Last_mem_stage(ALU_out , memory_out , select_ALU_or_Mem , write_data_in_register);
    memory_wrapper instruction_mem(.a(address),.d(inst_data),.dpra(PC),.clk(clk),.we(write_instruction),.dpo(instruction));
    mux2_1  #(.size(10)) ALU_Mem_write_address (ALU_out[9:0] , address , write_data , memory_in);
    mux2_1 What_to_write_decider(rs_out , inst_data , write_data , memory_write);
    memory_wrapper data_mem(.a(memory_in) , .d(memory_write) , .dpra(ALU_out[9:0]) , .clk(clk) , .we(mem_write | write_data) , .dpo(memory_out));
    Splitter split(.instruction(instruction) , .rt(rt) , .rs(rs) , .rd(rd) , .shamt(shamt), .func(func), .opcode(opcode) , .address_constant(address_constant) , .jaddress(jaddress));
    Controller brain(.clk(clk) , .opcode(opcode) , .write_reg(write_reg) , .data_write(mem_write) , 
    .immediate(immediate) , .jump(jump) , .branch(branch) , .jal(jal) , .select_ALU_or_Mem(select_ALU_or_Mem) , 
    .rst(rst));
    RegisterFile RAM(.rd(write_in_Register) , .rs(rs) , .rt(rt) , .clk(clk) , .we(write_reg) , .write_data(wire_going_into_register_rd) , .rst(rst));
    ALU_controller nerves(.opcode(opcode) , .func(func) , .ALUctrl(ALUctrl));
    ALU brawn(.inp1(rs_out) , .inp2(rt_or_address_to_ALU) , .ALUctrl(ALUctrl) , .clk(clk) , .ALUout(ALU_out) , .shamt(shamt));
    PC_Controller legs(.clk(clk) , .PC(PC) , .rst(rst) , .jump(jump) , .jaddress(jaddress));
endmodule
==> /design/flow/run.sh <==
#!/bin/bash
# OpenROAD 26Q1-2900-gdf79404cd8, Yosys 0.63+post, stock flow scripts
make -C /OpenROAD-flow-scripts/flow DESIGN_CONFIG=/design/flow/config.mk WORK_HOME=/design/flow/orfs finish
==> /design/flow/config.mk <==
export PLATFORM = sky130hd
export DESIGN_NAME = RegisterFile
export DESIGN_NICKNAME = RegisterFile
export VERILOG_FILES = /design/flow/design.v
export SDC_FILE = /design/flow/constraint.sdc
export NUM_CORES = 4
export LEC_CHECK = 1
export CORE_UTILIZATION = 50
==> /design/flow/constraint.sdc <==
current_design RegisterFile

set clk_period 9.3
set clk_io_pct 0.2

create_clock -name clk0 -period $clk_period [get_ports {clk}]

set non_clock_inputs [all_inputs -no_clocks]
set_input_delay [expr $clk_period * $clk_io_pct] -clock clk0 $non_clock_inputs
set_output_delay [expr $clk_period * $clk_io_pct] -clock clk0 [all_outputs]
==> job_summary.md <==
## Implementation flow summary

| Metric | Value |
|---|---|
| Status | completed |
| Clk_skew | 0.0188 ns |
| CTS tree | built |
| GRT Resource Usage Total | 36.6% |
| Seq/Total Area, Yosys | 55.6% |
| Clock Sinks | between 1000 and 1500 |
| Power consumption | 12.0 mW |
| ANT nets after route | 0 |
| Setup TNS | 0 ns |
| Buffer and inverter count on the worst path | 3 |
| RSZ-0062 raised after global routing | no |
| Chip area | 117000 um2 |
| Worst path arrival time | 5.03 ns |
| Transition time of the tightest slew-check pin | 1.25 ns |
| Setup Fix Bufs, Post-CTS | 0 |
| Max VDD drop | 147 uV |
| Number of port buffers | 113 |
| Number of core rows | 124 |
| Non-filler cells, final | 6263 |
| Delay of the slowest critical-path stage | 0.87 ns |
| Core Region | 114000 um2 |
| Latency at later pin | 0.72 ns |
| Final Cycle Share | 49.9% |
| Max-slew headroom | 16.1% |
| Critical path's slowest cell | nor2_4 |
| Post-Syn Instances | 4704 |
| Initial DRC Count | 2654 |
| Max Fclk | between 200 and 250 MHz |
| Final setup viols | 0 |
| Area grow syn2layout | 10.5% |
| GR Overflow Total | 0 |
| Initial antenna violation count | 8 |
| Synth Warn # | 1 |
| Hold_buf cts | 0 |
| Final Max Slew Viols | 0 |
| Final Hold Viols | 0 |
| Leak | 24.8 nW |
| Remaining DRCs | 0 |
| Root Buffer | clkbuf_16 |
| Post-synth design cell area | 57600 um2 |
| CP delay by family, top | simple AND/OR/NAND/NOR gates |
| Synth unique cells | 30 |
| Yosys chip area | 57600 um2 |
| Die Span Y | 341 um |
| Synth flops | 1088 |
| Placed insts | 6033 |
| Top cell by count, worst path | buf_4 |
| Kind of end point of the critical path | register |
| DRT Wirelength | 196000 um |
| Filler instances | 9197 |
| Pwr/cell area | 189 nW/um2 |
| Vias after detailed routing | around 38000 |
| Bufs on Longest Clock Path | 3 |
| Worst EP required | 9.69 ns |
| Die Width | 341 um |
| Total CTS buffers | 120 |
| Clock-pin slew on the worst setup and hold paths | 0.06 ns |
| I/O Pins | 114 |
| H-tree Lvls | 3 |
| Hold WC Path Type | reg2reg |
| Crit Path Class | in2reg |
| Vias per Instance | 6.04 |
| Global-route wire length before repair | 279000 um |
| Mean Syn Cell Area | 12.2 um2 |
| Largest net degree at the start of global routing | about 93 |
| Resize count post-CTS | 0 |
| Wire per inst | between 30 and 40 um |
| Cell count in the Yosys report | 4704 |
| DP Wirelength | roughly 120000 um |
| MaxCap Viol Count | 0 |
| Worst reg2reg setup slack | ~7.3 ns |
| GP Congestion | ~1.0 |
| Tool warning count | 26 |
| Layout cells sized above 1 | 9.02% |
| Router iterations before antenna repair | 7 |
| CP Cell Sequence | clkdlybuf4s50_1 > buf_4 > nor2b_1 > nand3b_2 > nor2_4 > or2_2 > buf_4 |
| CP Launch Type | input pin |
| FP Util | 50.4% |
| Vias in the first global route | 38500 |
| Crit Path Max Fanout | 34 |
| Min cycle time layout | between 4 and 5 ns |
synth_stat cells, drive strengths merged:
library cell  instances  area share (%)
and2               1026              11
or3b                  2           0.039
mux2i              1024              18
or3                   2           0.030
edfxtp             1024              53
a22oi               192             2.5
or2                  34            0.37
buf                 202             2.4
a31oi                64            0.69
nand3b                4           0.059
nand3               194             1.7
a22o                128             1.9
dfxtp                64             2.2
nor3                 64            0.56
nor2b                 5           0.054
nor2                 36            0.40
a21oi               192             1.7
nand2b                5           0.054
nand2               196             1.3
clkbuf              246             1.7
worst reg2reg max path, cell delays in order, from the launching register on:
cell,delay (ns)
edfxtp_1,0.37
mux2i_1,0.08
a22o_1,0.29
nor3_1,0.99
a31oi_1,0.07
nand3_1,0.14
worst paths after layout:
path,cells past startpoint,end,start
worst min-delay path,4,rs_out[12]$_DFF_P_,Registers[16][12]$_SDFFCE_PN0P_
worst max-delay path,7,Registers[6][16]$_SDFFCE_PN0P_,rst
worst max register to register,5,rs_out[16]$_DFF_P_,Registers[0][16]$_SDFFCE_PN0P_
worst min register to register,4,rs_out[12]$_DFF_P_,Registers[16][12]$_SDFFCE_PN0P_
logic make-up (layout without fill, tap and decap cells):
group,count (synthesis),count (layout),synth area share [%]
multiplexers,1024,1024,17.8
buffers and inverters,448,490,4.13
AND-OR/OR-AND,576,576,6.81
other,0,5,0
flip-flops,1088,1088,55.6
AND/OR/NAND/NOR,1568,1568,15.7
per-layer routing:
layer | vias to the layer above | wire length (um) | GRT usage, %
li1 | 17100 | - | -
met1 | 18400 | 74000 | 52.3
met2 | 1919 | 85300 | 50.4
met5 | - | 279 | 1.59
met4 | 12 | 11600 | 16.7
met3 | 374 | 24300 | 17.5
report_power, final:
| part | internal [mW] | switching [mW] | leakage, nW | total [mW] |
|---|---|---|---|---|
| registers | 5.65 | 0.183 | 10.3 | 5.83 |
| clock network | 2.87 | 1.98 | 1.96 | 4.84 |
| logic | 0.484 | 0.862 | 12.6 | 1.35 |
| total | 9.00 | 3.02 | 24.8 | 12.0 |
registers in the layout (all words and copies together), names as in the netlist:
signal     count
Registers   1024
rt_out        32
rs_out        32
layout by cell type (no fill, tap or decap), types with 3 or more instances in the layout:
cell type        instances
nand2_1                194
edfxtp_1              1024
clkinv_1                15
a22oi_1                192
clkbuf_1                33
nor2b_4                  4
nand2b_2                 4
nor2_4                  32
a31oi_1                 64
dfxtp_1                 64
nor3_1                  64
a21oi_1                192
a22o_1                 128
buf_2                   12
clkbuf_8                16
buf_12                   6
buf_4                  146
clkbuf_16              123
inv_6                    3
and2_1                1024
bufinv_16               12
diode_2                  5
clkinv_2                20
clkdlybuf4s50_1         99
nand3_1                193
mux2i_1               1024
or2_2                   34
nand3b_1                 3
cell type report:
cell class / instances / area [um2] / area share [%]
Multi-Input combinational cell: 3168 / 23400 / 36.8
Clock inverter: 53 / 567 / 0.890
Antenna cell: 5 / 12.5 / 0.0197
Clock buffer: 172 / 3420 / 5.38
Tap cell: 1512 / 1890 / 2.97
Sequential cell: 1088 / 32000 / 50.3
Timing Repair Buffer: 265 / 2300 / 3.61
per-stage QoR:
stage          util (%)  hold slack (ns)  area (um2)  worst slack (ns)
4_1_cts            55.7            0.622       63600              4.73
5_1_grt            55.7            0.659       63600              4.53
3_5_place_dp       52.2            0.606       59700              3.96
6_report           55.7            0.618       63700              4.66
3_3_place_gp       52.2            0.605       59700              4.01
2_1_floorplan         -            0.579       57600              5.80
Power is estimated from default activity; no workload was simulated.
